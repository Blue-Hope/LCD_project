==> /design/flow/design.v <==
module controller (
  input clk,
  input wait_, IR15, AC15, IR14,
  output [21:0] bus_controller
);
  wire [39:0] micro_instructions;
  wire [1:0] muxout;
  reg [3:0] state = 4'b0000;
  reg [3:0] next_state;
  reg [21:0] b;
  controllerROM rom(state, micro_instructions);
  always @ (posedge clk) state = next_state;
  always @(*) begin
    case (micro_instructions[39:38])
    2'b00: 
      if (wait_ == 0) begin
        case(AC15)
          1'b0 : next_state[3:0] = micro_instructions[37:34];
          1'b1 : next_state[3:0] = micro_instructions[33:30];
        endcase
      end
      else if (wait_ == 1) begin
        case(AC15)
          1'b0 : next_state[3:0]=micro_instructions[29:26];
          1'b1 : next_state[3:0]=micro_instructions[25:22];
        endcase
      end
    2'b11:
     if (IR15 == 0) begin
        case(IR14)
          1'b0 : next_state[3:0]=micro_instructions[37:34];
          1'b1 : next_state[3:0]=micro_instructions[33:30];
        endcase
      end
      else if (IR15 == 1) begin
        case(IR14)
          1'b0 : next_state[3:0]=micro_instructions[29:26];
          1'b1 : next_state[3:0]=micro_instructions[25:22];
        endcase
      end
    endcase 
    b = micro_instructions[21:0];
  end
  assign bus_controller = micro_instructions[21:0];   
endmodule
module controllerROM (
  input [3:0] state,
  output reg [39:0] out
);
  always @ ( out or state ) begin
    case (state)
    4'b0000: out = 40'b0000010001000100010000000000000001000000;    
    4'b0001: out = 40'b0000010001001000101000000000010000100000;    
    4'b0010: out = 40'b0000110011001000100000000010000000001100;
    4'b0011: out = 40'b0000110011010001000000000000001000000000;
    4'b0100: out = 40'b0001000100010101010010000000100000000000;
    4'b0101: out = 40'b1101101001101111100000000000000000000000;
    4'b0110: out = 40'b0001100110011101110100000000010000000000;
    4'b0111: out = 40'b0010001000011101110000000010001000001100;
    4'b1000: out = 40'b0000010001000100010001010100000010000001;
    4'b1001: out = 40'b0010101010101010100100000000010100000010;
    4'b1010: out = 40'b0000010001101010100000000011000000000100;
    4'b1011: out = 40'b0011001100110011000100000000010000000000;
    4'b1100: out = 40'b0011011101110011000000000010001000001100;
    4'b1101: out = 40'b0000010001000100010001111000000010000001;
    4'b1110: out = 40'b0000011111000111110000000000000000000000;
    4'b1111: out = 40'b0000010001000100010100000000000000010000;
    endcase
  end
endmodule
==> /design/flow/run.sh <==
#!/bin/bash
# OpenROAD 26Q1-2900-gdf79404cd8, Yosys 0.63+post, stock flow scripts
make -C /OpenROAD-flow-scripts/flow DESIGN_CONFIG=/design/flow/config.mk WORK_HOME=/design/flow/orfs finish
==> /design/flow/config.mk <==
export PLATFORM = sky130hd
export DESIGN_NAME = controller
export DESIGN_NICKNAME = controller
export VERILOG_FILES = /design/flow/design.v
export SDC_FILE = /design/flow/constraint.sdc
export NUM_CORES = 4
export LEC_CHECK = 1
export CORE_AREA = 10 10 82 82
export DIE_AREA = 0 0 92 92
==> /design/flow/constraint.sdc <==
current_design controller

set clk_period 2.7
set clk_io_pct 0.2

create_clock -name clk0 -period $clk_period [get_ports {clk}]

set non_clock_inputs [all_inputs -no_clocks]
set_input_delay [expr $clk_period * $clk_io_pct] -clock clk0 $non_clock_inputs
set_output_delay [expr $clk_period * $clk_io_pct] -clock clk0 [all_outputs]
==> flow_summary.yaml <==
# implementation run metrics
detailed_routing:
  wl_mm: 2.54
  drt_drc_violations_left: 0
  routed.top_layer: "met4"
  n_antenna_cell: 0
  first_pass_iters: 4
  postRouteAntennaNets: 0
  route.met3.wl_um: 320
  route.vias.total: 884
  wl_met2_mm: 1.06
  wl_met1_mm: 1.14
  drtIter0Drc: 57
  via_per_inst: 4.40
  routedWlPerCell_um: 12.6
yosys:
  synth-async-reset-ratio_pct: 0
  synth.yosys.num_cells: 112
  yosysTopAreaCell: "ha_1"
  yosysTopAreaCellShare_pct: 15.0
  synth_chip_area_um2: 835
  ys_seq_share_pct: 9.60
  syn_area_um2: 835
  top_cell: "nand2_1"
  syn_area_per_cell_um2: 7.45
  ys.warnings.count: 2
  synth-main-ff-cell: "dfxtp_1"
  ys_ff: 4
  edf_count: 0
  common_cells: "12 x nand2_1, 10 x ha_1, 9 x nor2_1, 8 x buf_4, 7 x inv_1"
  topCellsByArea: "ha_1 15%, dfxtp_1 9.6%, buf_4 7.2%"
  synth_cell_types: 42
  syn_inst: 112
sta:
  min_period_ns: 2.50
  tightest_slew_ns: 0.534
  timing.slew.headroom_pct: 64.3
  min_period_over_period_pct: 92.5
  max_freq_mhz: 401
  final.setup.tns_ns: 0
  rsz0062_at_grt: "no"
  hold_viol: 0
  slew_viol_final: 0
  finClkSkew_ns: 0.00130
  finalSetupViolCount: 0
placed_design:
  io_buffers: 26
  dp.final_hpwl_mm: 1.95
  gp_routability_congestion: 0.887
clock_tree:
  cts_made_buffers: 3
  clock-sinks: 4
  cts_root_buf: "clkbuf_8"
  h-tree-depth: 1
  clock_latency_ns: 0.22
  cts_tree: "done"
  cts_max_path_buffers: 2
  cts_setup_buffers: 0
  hold_buffers: 0
  cts.clk_slew.worst_paths_ns: 0.03
setup_path:
  cp-start-kind: "flip-flop"
  max_stage_delay_ns: 0.50
  crit_required_ns: 2.16
  path_cells: "inv_1 > ha_1 > nand2_1 > a21oi_2 > clkdlybuf4s50_1"
  crit_path_end_kind: "output port"
  crit_path_top_delay_cell: "clkdlybuf4s50_1"
  cp.arrival_ns: 1.96
  crit_type: "flip-flop to output port"
  cp_max_fo: 8
global_route:
  grt.overflow.total: 0
  grt_max_degree: 18
  grt_util_all_layers_pct: 5.88
  grt_antenna_before_repair: 0
  grt_pass1_wl_mm: 4.27
  first_global_vias: 878
floorplanning:
  initCoreUtil_pct: 16.4
  core_um2: 5070
  rows: 26
  io_pins: 27
  fp.dieH_um: 92
  die_area_um2: 8460
  die_x_um: 92
final_layout:
  area_growth_pct: 39.6
  drive_gt1_share_pct: 13.0
  largest_reg_flops: 4
  fillers: 585
power:
  power_density_nw_per_um2: 1090
  peakVddDrop_uv: 255
  cellLeakagePower_nw: 0.460
  finalPower_mw: 1.27
min_path:
  hold_path_class: "flip-flop to flip-flop"
run:
  tool_warnings: 33
  cap_violations: 0
run_status:
  status: "completed"
path summary, 6_finish.rpt:
| path | start | to | slack [ns] | depth (start not counted) |
|---|---|---|---|---|
| hold reg to reg | state[3]$_DFF_P_ | state[3]$_DFF_P_ | 0.63 | 2 |
| setup reg to reg | state[1]$_DFF_P_ | state[1]$_DFF_P_ | 0.80 | 6 |
| hold / removal | state[3]$_DFF_P_ | state[3]$_DFF_P_ | 0.63 | 2 |
| setup / recovery | state[1]$_DFF_P_ | bus_controller[7] | 0.20 | 5 |
worst max-delay path, delay by kind of cell, from the launching register on:
| family | cells | cell delay (ns) |
|---|---|---|
| buffers and inverters | 2 | 0.67 |
| DFF | 1 | 0.39 |
| adders and majority gates | 1 | 0.32 |
| and+or+nand+nor | 1 | 0.14 |
| AOI/OAI and AO/OA | 1 | 0.20 |
cell type report:
class                   count  area (µm²)  share of cell area (%)
multi-input cells          86         634                    54.5
repair buffers             30         290                    24.9
well taps                  70        87.6                    7.52
flip-flops and latches      4        81.3                    6.98
clock buffers               3        41.3                    3.54
inverters                   8        30.0                    2.58
cell usage in the layout, fill, tap and decap left out, types with 2 or more instances in the layout:
master           instances
nor2b_1                  3
o21ai_1                  2
ha_1                     9
o221ai_1                 2
a21o_1                   2
o311a_1                  2
dfxtp_1                  3
a211o_1                  2
o21ai_0                  3
mux2i_1                  4
and3_1                   2
clkbuf_8                 3
nor2_1                   9
nor3_1                   5
inv_1                    7
buf_4                    4
a21oi_1                  2
nand3_1                  2
a211oi_1                 3
nand2_1                 12
clkdlybuf4s50_1         26
what timing repair did:
| action | in CTS | in global routing |
|---|---|---|
| endpoints found under the setup margin | 0 | 12 |
| hold endpoints to repair | 0 | 0 |
| resized | 0 | 3 |
kinds of logic (layout without fill, tap and decap cells):
logic type,Yosys count,count (layout),share of synthesized area (%)
adders and majority gates,10,10,15.0
buffers and inverters,22,41,15.1
muxes,6,6,7.95
DFF,4,4,9.60
AOI/OAI and AO/OA,33,33,30.9
and+or+nand+nor,37,37,21.4
metal layers:
metal / vias to the layer above / GRT usage, %
li1: 444 / -
met1: 400 / 7.84
met2: 36 / 8.47
met3: 4 / 2.80
met4: 0 / 1.16
met5: - / 0
metrics by stage:
stage	cells	hold slack [ns]	instance area, µm²	utilization, %	worst slack [ns]
2_1_floorplan	112	0.679	835	-	0.875
3_3_place_gp	198	0.602	1120	22.0	0.293
3_5_place_dp	198	0.616	1120	22.0	0.253
4_1_cts	201	0.626	1160	22.8	0.0218
5_1_grt	201	0.653	1160	23.0	0.00367
6_report	201	0.626	1160	23.0	0.204
power by group:
part	internal [mW]	total, mW	switching, mW
sequential	0.0945	0.172	0.0772
combinational	0.509	0.968	0.459
clock	0.0949	0.125	0.0302
Power is estimated from default activity; no workload was simulated.
