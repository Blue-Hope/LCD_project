`/design/flow/config.mk`:
```
export PLATFORM = sky130hd
export DESIGN_NAME = Memory
export DESIGN_NICKNAME = Memory
export VERILOG_FILES = /design/flow/design.v
export SDC_FILE = /design/flow/constraint.sdc
export NUM_CORES = 4
export LEC_CHECK = 1
export CORE_UTILIZATION = 40
```
`/design/flow/constraint.sdc`:
```
current_design Memory

set clk_period 10.5
set clk_io_pct 0.2

create_clock -name clk0 -period $clk_period

set non_clock_inputs [all_inputs -no_clocks]
set_input_delay [expr $clk_period * $clk_io_pct] -clock clk0 $non_clock_inputs
set_output_delay [expr $clk_period * $clk_io_pct] -clock clk0 [all_outputs]
```
`/design/flow/design.v`:
```
`timescale 1ns/1ps
module Memory(
  input [15:0] addrs_bus,
  input request,
  input rw,  
  output reg wait_,
  input [15:0] data_bus_write,
  output [15:0] data_bus_read
);
  reg [7:0] mem[0:255];
  integer i;
  initial begin
    wait_ = 1;
    for  (i=0;i!=256;i=i+1) mem[i] = 0;  
    mem[0] = 8'b00000000;  
    mem[1] = 8'b10000000;  
    mem[2] = 8'b10000000;  
    mem[3] = 8'b10000010;  
    mem[4] = 8'b11000000;  
    mem[5] = 8'b00001000;  
    mem[8] = 8'b01000000;  
    mem[9] = 8'b10000100;  
    mem[8'b10000000] = 8'hab;
    mem[8'b10000001] = 8'hcd;
    mem[8'b10000010] = 8'h00;
    mem[8'b10000011] = 8'h01;
    mem[8'b10000100] = 8'h00;
    mem[8'b10000101] = 8'h00;
  end
  assign data_bus_read[15:8] = (rw) ? mem[addrs_bus[7:0]] : 'bz;
  assign data_bus_read[7:0] = (rw) ? mem[addrs_bus[7:0]+1] : 'bz;
  always @ ( request or rw or data_bus_write ) begin
    if ( request ) begin
      if ( ~rw ) begin
        mem[addrs_bus] = data_bus_write[15:8];
        mem[addrs_bus+1] = data_bus_write[7:0];
      end
      wait_ = 0;
    end
    else wait_ = 1;
  end
endmodule
```
`/design/flow/run.sh`:
```
#!/bin/bash
# OpenROAD 26Q1-2900-gdf79404cd8, Yosys 0.63+post, stock flow scripts
make -C /OpenROAD-flow-scripts/flow DESIGN_CONFIG=/design/flow/config.mk WORK_HOME=/design/flow/orfs finish
```
==> run notes <==
• 7.21 um^2 — syn avg cell area
• 1.84 — weighted congestion reported at the end of routability-driven placement
• global routing (5_1_grt) — terminating stage of the flow
• 14.2k — cell count after synthesis
• 1050 mm — DP HPWL
• 2048 — endpoints left unconstrained
• did not finish — outcome
• 1820 mm — wire length of the first global-routing pass
• 508 um — die height
• 14.2k — number of cell instances after yosys synthesis
• 0 — fraction of registers with async set/reset
• 102000 um^2 — YS chip area
• 43 — Buffers on Ports
• 83 — pin count of the biggest net entering global routing
• 74 — count of cell types in the netlist
• 2048 — number of register pins that no clock reaches
• 17.6k — placed cell count
• 0.403 — floorplan-stage core utilization
• [ERROR GRT-0116] Global routing finished with congestion. Check the congestion regions in the DRC Viewer. — first error line in the log
• 30.0k — overflow left after global routing
• 156k — via count of the first global-routing pass
• 508 um — width of the chip
• 1.11 — overall routing resource usage
• sky130_fd_sc_hd__dlxtn_1 — Top FF cell, synth
• 102000 um^2 — cell area after synthesis
• 2048 — Seq cells post-synth
• 2052 — number of synthesis warnings
• 51 — Top-Level Pins
• 0 — flip-flops with a built-in enable
• 0 — number of cells upsized or downsized after cts
• 0 — CTS Hold Buffers Added
• 0 — post-CTS setup-driven buffer insertion count
• 185 — standard-cell rows
[through the flow]
| step | util | cell area (um^2) | worst slack, ps | hold WS, ps |
|---|---|---|---|---|
| CTS | 0.454 | 116000 | 951 | 5150 |
| global placement | 0.454 | 116000 | 815 | 5140 |
| detailed placement | 0.454 | 116000 | 962 | 5140 |
| floorplan | - | 102000 | 3920 | 4220 |
[cells in the mapped netlist, types with 18 or more instances]
library cell / instances / area [um^2]
sky130_fd_sc_hd__nand2_1: 2741 / 10300
sky130_fd_sc_hd__o21ai_0: 2049 / 10300
sky130_fd_sc_hd__dlxtn_1: 2048 / 30700
sky130_fd_sc_hd__mux2i_1: 1847 / 18500
sky130_fd_sc_hd__a22oi_1: 1594 / 12000
sky130_fd_sc_hd__clkbuf_1: 1122 / 4210
sky130_fd_sc_hd__nor2_1: 665 / 2500
sky130_fd_sc_hd__buf_2: 297 / 1490
sky130_fd_sc_hd__a31oi_1: 233 / 1460
sky130_fd_sc_hd__a21oi_1: 189 / 946
sky130_fd_sc_hd__nand4_1: 185 / 1160
sky130_fd_sc_hd__a22o_1: 180 / 1580
sky130_fd_sc_hd__o22ai_1: 145 / 907
sky130_fd_sc_hd__buf_1: 131 / 492
sky130_fd_sc_hd__nor3_1: 99 / 495
sky130_fd_sc_hd__nor4_1: 94 / 588
sky130_fd_sc_hd__a221oi_1: 83 / 727
sky130_fd_sc_hd__nand3_1: 83 / 415
sky130_fd_sc_hd__a222oi_1: 59 / 591
sky130_fd_sc_hd__and3_1: 25 / 156
sky130_fd_sc_hd__a32oi_1: 20 / 175
sky130_fd_sc_hd__o211ai_1: 18 / 135
[routing by layer]
metal,track usage,overflow
met1,1.06,5877
met5,0.962,536
met4,1.07,3719
met2,1.26,15300
met3,1.03,4611
[kinds of logic after synthesis]
family / synth area share
xor gates and xnor gates: 0.000257
and+or+nand+nor: 0.165
muxes: 0.183
latches: 0.300
buffers and inverters: 0.0619
AOI/OAI and AO/OA: 0.290
